## /design/flow/constraint.sdc

```tcl
current_design vga_curproc

set clk_period 358.0
set clk_io_pct 0.2

create_clock -name clk0 -period $clk_period [get_ports {clk}]

set non_clock_inputs [all_inputs -no_clocks]
set_input_delay [expr $clk_period * $clk_io_pct] -clock clk0 $non_clock_inputs
set_output_delay [expr $clk_period * $clk_io_pct] -clock clk0 [all_outputs]
```

## /design/flow/design.v

```verilog
`timescale 1ns / 10ps
module generic_spram(
	clk, rst, ce, we, oe, addr, di, do
);
	parameter aw = 6;  
	parameter dw = 8;  
	input           clk;   
	input           rst;   
	input           ce;    
	input           we;    
	input           oe;    
	input  [aw-1:0] addr;  
	input  [dw-1:0] di;    
	output [dw-1:0] do;    
	reg [dw-1:0] mem [(1<<aw) -1:0]  ;
	reg [aw-1:0] ra;
	always @(posedge clk)
	  if (ce)
	    ra <= #1 addr;      
	assign #1 do = mem[ra];
	always @(posedge clk)
	  if (we && ce)
	    mem[addr] <= #1 di;
endmodule
//synopsys translate_off
`timescale 1ns / 10ps
//synopsys translate_on
module vga_curproc (clk, rst_i, Thgate, Tvgate, idat, idat_wreq, 
	cursor_xy, cursor_en, cursor_res, 
	cursor_wadr, cursor_wdat, cursor_we,
	cc_adr_o, cc_dat_i,
	rgb_fifo_wreq, rgb);
	input         clk;            
	input         rst_i;          
	input [15:0] Thgate, Tvgate;  
	input [23:0] idat;            
	input        idat_wreq;       
	input [31:0] cursor_xy;       
	input        cursor_en;       
	input        cursor_res;      
	input [ 8:0] cursor_wadr;     
	input [31:0] cursor_wdat;     
	input        cursor_we;       
	output [ 3:0] cc_adr_o;       
	reg  [ 3:0] cc_adr_o;    
	input  [15:0] cc_dat_i;       
	output        rgb_fifo_wreq;  
	reg        rgb_fifo_wreq;
	output [23:0] rgb;            
	reg [23:0] rgb;
	reg         dcursor_en, ddcursor_en, dddcursor_en;
	reg  [15:0] xcnt, ycnt;
	wire        xdone, ydone;
	wire [15:0] cursor_x, cursor_y;
	wire        cursor_isalpha;
	reg  [15:0] cdat, dcdat;
	wire [ 7:0] cursor_r, cursor_g, cursor_b, cursor_alpha;
	reg         inbox_x, inbox_y;
	wire        inbox;
	reg         dinbox, ddinbox, dddinbox;
	reg  [23:0] didat, ddidat, dddidat;
	reg         didat_wreq, ddidat_wreq;
	wire [31:0] cbuf_q;
	reg  [11:0] cbuf_ra;
	reg  [ 2:0] dcbuf_ra;
	wire [ 8:0] cbuf_a;
	reg         store1, store2;
	always@(posedge clk)
		if(rst_i || xdone)
			xcnt <= #1 16'h0;
		else if (idat_wreq)
			xcnt <= #1 xcnt + 16'h1;
	assign xdone = (xcnt == Thgate) && idat_wreq;
	always@(posedge clk)
		if(rst_i || ydone)
			ycnt <= #1 16'h0;
		else if (xdone)
			ycnt <= #1 ycnt + 16'h1;
	assign ydone = (ycnt == Tvgate) && xdone;
	assign cursor_x = cursor_xy[15: 0];
	assign cursor_y = cursor_xy[31:16];
	always@(posedge clk)
		begin
			inbox_x <= #1 (xcnt >= cursor_x) && (xcnt < (cursor_x + (cursor_res ? 16'h7f : 16'h1f) ));
			inbox_y <= #1 (ycnt >= cursor_y) && (ycnt < (cursor_y + (cursor_res ? 16'h7f : 16'h1f) ));
		end
	assign inbox = inbox_x && inbox_y;
	always@(posedge clk)
		dinbox <= #1 inbox;
	always@(posedge clk)
		if (didat_wreq)
			ddinbox <= #1 dinbox;
	always@(posedge clk)
		dddinbox <= #1 ddinbox;
	always@(posedge clk)
		if (!cursor_en || ydone)
			cbuf_ra <= #1 12'h0;
		else if (inbox && idat_wreq)
			cbuf_ra <= #1 cbuf_ra +12'h1;
	always@(posedge clk)
		dcbuf_ra <= #1 cbuf_ra[2:0];
	assign cbuf_a = cursor_we ? cursor_wadr : cursor_res ? cbuf_ra[11:3] : cbuf_ra[9:1];
	generic_spram #(9, 32) cbuf(
		.clk(clk),
		.rst(1'b0),        
		.ce(1'b1),         
		.we(cursor_we),
		.oe(1'b1),         
		.addr(cbuf_a),
		.di(cursor_wdat),
		.do(cbuf_q)
	);
	always@(posedge clk)
		if (didat_wreq)
			cdat <= #1 dcbuf_ra[0] ? cbuf_q[31:16] : cbuf_q[15:0];
	always@(posedge clk)
		dcdat <= #1 cdat;
	always@(posedge clk)
		if (didat_wreq)
			case (dcbuf_ra)
				3'b000: cc_adr_o <= cbuf_q[ 3: 0];
				3'b001: cc_adr_o <= cbuf_q[ 7: 4];
				3'b010: cc_adr_o <= cbuf_q[11: 8];
				3'b011: cc_adr_o <= cbuf_q[15:12];
				3'b100: cc_adr_o <= cbuf_q[19:16];
				3'b101: cc_adr_o <= cbuf_q[23:20];
				3'b110: cc_adr_o <= cbuf_q[27:24];
				3'b111: cc_adr_o <= cbuf_q[31:28];
			endcase
	assign cursor_isalpha =  cursor_res ? cc_dat_i[15]    : dcdat[15];
	assign cursor_alpha   =  cursor_res ? cc_dat_i[7:0]   : dcdat[7:0];
	assign cursor_r       = {cursor_res ? cc_dat_i[14:10] : dcdat[14:10], 3'h0};
	assign cursor_g       = {cursor_res ? cc_dat_i[ 9: 5] : dcdat[ 9: 5], 3'h0};
	assign cursor_b       = {cursor_res ? cc_dat_i[ 4: 0] : dcdat[ 4: 0], 3'h0};
	always@(posedge clk)
		didat <= #1 idat;
	always@(posedge clk)
		if (didat_wreq)
			ddidat <= #1 didat;
	always@(posedge clk)
		dddidat <= #1 ddidat;
	always@(posedge clk)
		begin
			didat_wreq  <= #1 idat_wreq;
			ddidat_wreq <= #1 didat_wreq;
		end
	always@(posedge clk)
		dcursor_en <= #1 cursor_en;
	always@(posedge clk)
		if (didat_wreq)
			ddcursor_en <= #1 dcursor_en;
	always@(posedge clk)
		dddcursor_en <= #1 ddcursor_en;
	always@(posedge clk)
		if (ddidat_wreq)
			if (!dddcursor_en || !dddinbox)
				rgb <= #1 dddidat;
			else if (cursor_isalpha)
					rgb <= #1 dddidat;
			else
				rgb <= #1 {cursor_r, cursor_g, cursor_b};
	always@(posedge clk)
		if (rst_i)
		begin
			store1 <= #1 1'b0;
			store2 <= #1 1'b0;
		end
		else
		begin
			store1 <= #1  didat_wreq           | store1;
			store2 <= #1 (didat_wreq & store1) | store2;
		end
	always@(posedge clk)
		rgb_fifo_wreq <= #1 ddidat_wreq & store2;
endmodule
```

## /design/flow/run.sh

```bash
#!/bin/bash
# OpenROAD 26Q1-2900-gdf79404cd8, Yosys 0.63+post, stock flow scripts
make -C /OpenROAD-flow-scripts/flow DESIGN_CONFIG=/design/flow/config.mk WORK_HOME=/design/flow/orfs finish
```

## /design/flow/config.mk

```make
export PLATFORM = sky130hd
export DESIGN_NAME = vga_curproc
export DESIGN_NICKNAME = vga_curproc
export VERILOG_FILES = /design/flow/design.v
export SDC_FILE = /design/flow/constraint.sdc
export NUM_CORES = 4
export LEC_CHECK = 1
export CORE_UTILIZATION = 40
export SYNTH_MEMORY_MAX_BITS = 65536
```

==> impl_metrics.csv <==
group,metric,value,unit
clocking,clock_insertion_delay_at_the_later_pin_of_the_skew_report,1.51,ns
grt,global_route_wire_length_before_repair,3210000,um
flow_run,warning_count,51,
logic_synthesis,yosysUniqueCellTypes,98,
clocking,cts_made_buffers,1706,
worst_setup_path,worst-endpoint-arrival,76.89,ns
route,drt_first_iter_violations,29400,
floorplanning,rows,462,
logic_synthesis,synth_instances,28700,
flow_run,max_cap_violations,6,
logic_synthesis,post_synth.cell_area_avg,22.2,um^2
logic_synthesis,synth_chip_area,0.636,mm^2
clocking,cts_max_path_buffers,6,
sta,final-max-slew-violation-count,20,
sta,clock.fmax,13.2,MHz
place,portBuffers,179,
floorplanning,core_util_floorplan,40.1,%
sta,hold_violations,0,
floorplanning,core_area,1.58,mm^2
pwr,power_density,5.64,mW/mm^2
grt,number_of_global_route_vias_before_repair,354000,
logic_synthesis,yosys_warnings,3,
clocking,cts_num_sinks,16600,
route,avgViaCountPerCell,6.07,
route,detail_route.wirelength,2440000,um
route,remaining_drc_errors,0,
final_layout,synthToLayoutAreaGrowth,15.4,%
route,drt_pass1_iterations,6,
worst_setup_path,start_kind,"input port",
worst_setup_path,cp_max_fo,21,
worst_hold_path,hold_class,"register to register",
final_layout,most-common-layout-cells,"16,500 x sky130_fd_sc_hd__edfxtp_1, 3,716 x sky130_fd_sc_hd__mux4_2, 2,297 x sky130_fd_sc_hd__buf_4",
grt,grt_util_all_layers,33.6,%
final_layout,mostFrequentLayoutCell,"sky130_fd_sc_hd__edfxtp_1",
floorplanning,io_pins,180,
floorplanning,die_width,1260,um
grt,grt_antenna_before_repair,416,
sta,finalCritPeriodShare,21.2,%
clocking,worst_setup_hold_path_clk_slew,0.06,ns
clocking,cts_tree,"built",
floorplanning,die.size.y,1260,um
route,routed-via-count,332000,
pwr,p_leak,225,nW
sta,unrepaired_setup_endpoints_after_global_routing,"false",
sta,timing.final.crit_period,75.76,ns
logic_synthesis,yosys_cells,28700,
logic_synthesis,ys_async_sr_fraction,0,%
place,postPlaceCellArea,0.678,mm^2
sta,fin_tns_setup,0,ns
sta,slew_headroom,-16.0,%
logic_synthesis,dominant_register_cell,"sky130_fd_sc_hd__edfxtp_1",
place,place_hpwl,1630000,um
route,wire_per_inst,44.6,um
worst_hold_path,min_delay_path_depth,0,
clocking,cts_setup_buffers,0,
logic_synthesis,synth.ff_latch_count,16600,
final_layout,stdcell_area,0.734,mm^2
sta,report.final.setup_viol,0,
clocking,post_cts_hold_buffer_count,0,
outcome,result_of_the_run,"finished with violations",
logic_synthesis,seq_area_frac_synth,78.1,%
pwr,peakVddDrop,0.00000508,V
clocking,clock-root-buffer,"sky130_fd_sc_hd__clkbuf_16",
worst_setup_path,worstPathRequired,359.13,ns
worst_setup_path,worst-setup-path-type,"input port to register",
route,number_of_nets_still_failing_antenna_checks_after_routing,0,
final_layout,drive_gt1_share,28.6,%
grt,grt.overflow.total,0,
sta,worst_pin_slew,1.74,ns
clocking,ctsResizeCount,0,
logic_synthesis,enable_flop_cells,16500,
worst_setup_path,kind_of_end_point_of_the_critical_path,"register",
worst_setup_path,rr_worst_depth,17,
place,gp_routability_congestion,1.06,
grt,largest_net_degree_at_the_start_of_global_routing,111,
sta,worst_clock_skew,0.156,ns
logic_synthesis,synthesized_cell_area,0.636,mm^2
clocking,cts_max_level,7,
outcome,violations,"capacitance limit, slew limit",
floorplanning,die-area,1.59,mm^2
## state kept, by name (all words and copies together), names as in the netlist, 3 cells and up, named ones only
| register | flops |
|---|---|
| dddidat | 24 |
| xcnt | 16 |
| cc_adr_o | 4 |
| dcdat | 16 |
| cbuf_ra | 12 |
| didat | 24 |
| cdat | 16 |
| dcbuf_ra | 3 |
| cbuf.mem | 16384 |
| rgb | 24 |
| ddidat | 24 |
| ycnt | 16 |
## cells by family after synthesis
group,count (synthesis),share of synthesized area (%)
flip-flops,16600,78.1
multiplexers,5100,15.4
AND/OR/NAND/NOR,2598,1.83
AND-OR/OR-AND,2550,2.83
buffers and inverters,1702,1.59
XOR/XNOR,95,0.131
adder cells (fa/ha/maj),73,0.144
## cells in the mapped netlist (all sizes together) (54+ instances only)
library cell / n / area share (%)
nor2b: 58 / 0.057
and3: 67 / 0.066
nand4: 94 / 0.092
o21ai: 244 / 0.19
a211oi: 145 / 0.17
nor3: 118 / 0.094
ha: 73 / 0.14
nand3: 246 / 0.19
mux4: 3722 / 13
nand2: 789 / 0.47
a22o: 114 / 0.16
clkbuf: 427 / 0.25
a21oi: 312 / 0.25
xnor2: 62 / 0.085
o22ai: 383 / 0.38
a31oi: 123 / 0.12
a221oi: 144 / 0.20
dfxtp: 131 / 0.41
o221ai: 110 / 0.15
nor4: 54 / 0.053
nor2: 975 / 0.58
buf: 1224 / 1.3
a22oi: 614 / 0.72
edfxtp: 16500 / 78
mux2i: 1326 / 2.1
## layer usage
layer  wire length (um)  global-route usage, %  share of wire, %  vias to the layer above
li1                   -                      -                 -                   128000
met1             609000                   30.2                25                   166000
met2            1030000                   43.0                42                    30700
met3             570000                   34.2                23                     5986
met4             199000                   21.5               8.2                      557
met5              30400                   18.9               1.2                        -
## cell type report
type | count | area, um^2
antenna | 944 | 2360
timing repair buffer | 2521 | 20100
clock buffer | 2034 | 44300
clock inverter | 1006 | 9090
multi-input combinational | 10400 | 135000
fill | 128000 | 850000
sequential | 16600 | 497000
tap | 21100 | 26400
inverter | 51 | 234
## worst max-delay path: stages
cell and delay, ns:
sky130_fd_sc_hd__clkdlybuf4s50_1 0.47, sky130_fd_sc_hd__buf_4 0.36, sky130_fd_sc_hd__nand2_1 0.19, sky130_fd_sc_hd__o21ai_1 0.48
sky130_fd_sc_hd__buf_4 0.34, sky130_fd_sc_hd__nor2b_1 0.59, sky130_fd_sc_hd__nand2_4 0.33, sky130_fd_sc_hd__buf_4 0.45
sky130_fd_sc_hd__buf_4 0.41, sky130_fd_sc_hd__buf_4 0.38, sky130_fd_sc_hd__nor2_4 0.74, sky130_fd_sc_hd__buf_4 0.42
## final timing paths
check | from | to | slack (ns)
setup / recovery | cursor_we | cbuf.mem[216][16] | 282.25
hold / removal | ddidat[13] | dddidat[13] | 0.28
setup reg to reg | register | cc_adr_o[1] | 346.78
hold reg to reg | ddidat[13] | dddidat[13] | 0.28
## stage by stage
step	utilization [%]	hold WS [ns]	total power (W)	worst slack, ns	instances
after global placement	42.8	0.324	0.00244	281.11	50700
after detailed placement	42.8	0.327	0.00244	281.13	50700
final	46.3	0.283	0.00414	282.25	54700
after CTS	46.2	0.286	0.00414	282.53	53700
after floorplan	-	0.323	0.00228	282.76	28700
after global routing	46.3	0.305	0.00423	282.26	54400
## where the power goes
group	internal, W	switching, W
registers	0.00214	0.00000210
logic	0.0000715	0.000201
clock network	0.000991	0.000737
No activity file was given, so power comes from the tool's default toggle rates.
