File: flow/constraint.sdc
current_design vga_cur_cregs

set clk_period 6.0
set clk_io_pct 0.2

create_clock -name clk0 -period $clk_period [get_ports {clk_i}]

set non_clock_inputs [all_inputs -no_clocks]
set_input_delay [expr $clk_period * $clk_io_pct] -clock clk0 $non_clock_inputs
set_output_delay [expr $clk_period * $clk_io_pct] -clock clk0 [all_outputs]
File: flow/run.sh
#!/bin/bash
# OpenROAD 26Q1-2900-gdf79404cd8, Yosys 0.63+post, stock flow scripts
make -C /OpenROAD-flow-scripts/flow DESIGN_CONFIG=/design/flow/config.mk WORK_HOME=/design/flow/orfs finish
File: flow/config.mk
export PLATFORM = sky130hd
export DESIGN_NAME = vga_cur_cregs
export DESIGN_NICKNAME = vga_cur_cregs
export VERILOG_FILES = /design/flow/design.v
export SDC_FILE = /design/flow/constraint.sdc
export NUM_CORES = 4
export LEC_CHECK = 1
export CORE_UTILIZATION = 30
File: flow/design.v
//synopsys translate_off
`timescale 1ns / 10ps
//synopsys translate_on
module vga_cur_cregs (
	clk_i, rst_i, arst_i,
	hsel_i, hadr_i, hwe_i, hdat_i, hdat_o, hack_o,
	cadr_i, cdat_o
	);
	input         clk_i;          
	input         rst_i;          
	input         arst_i;         
	input         hsel_i;         
	input  [ 2:0] hadr_i;         
	input         hwe_i;          
	input  [31:0] hdat_i;         
	output [31:0] hdat_o;         
	output        hack_o;         
	reg [31:0] hdat_o;
	reg        hack_o;
	input  [ 3:0] cadr_i;         
	output [15:0] cdat_o;         
	reg [15:0] cdat_o;
	reg  [31:0] cregs [7:0];   
	wire [31:0] temp_cdat;
	always@(posedge clk_i)
		if (hsel_i & hwe_i)
			cregs[hadr_i] <= #1 hdat_i;
	always@(posedge clk_i)
		hdat_o <= #1 cregs[hadr_i];
	always@(posedge clk_i)
		hack_o <= #1 hsel_i & !hack_o;
	assign temp_cdat = cregs[cadr_i[3:1]];
	always@(posedge clk_i)
		cdat_o <= #1 cadr_i[0] ? temp_cdat[31:16] : temp_cdat[15:0];
endmodule
==> reports/metrics.yaml <==
die_area_mm2: 0.0435
antenna_found_initial: 3
yosysUniqueCellTypes: 43
yosysWarnings: 2
cts_root_buf: "clkbuf_16"
top_cells_by_area: "edfxtp_1 (60%), mux4_2 (11%), dfxtp_1 (7.7%)"
wl_per_cell_um: 24.8
ant_nets: 0
power_density_mw_per_mm2: 304
routed_wl_um: 34100
avgSynthCellArea_um2: 17.8
io_pins: 93
setup_slack_ns: 2.71
finClkSkew_ns: 0.00799
port_buffers: 90
hpwl_um: 20000
clk_pin_slew_worst_paths_ns: 0.06
period_used_pct: 54.8
critPathRequiredTime_ns: 6.45
overflow: 0
cp-start-kind: "input pin"
top_area_share_pct: 60.0
die_x_um: 209
dr.pass1.iters: 4
fp_util_pct: 30.5
cts_resized: 0
r2r_cells: 3
rsz0062_at_grt: "false"
hold_buffers: 0
yosysTopAreaCell: "edfxtp_1"
cts_max_level: 1
worstPathArrival_ns: 3.74
warning_count: 27
final_cell_mix: "edfxtp_1 (256), clkdlybuf4s50_1 (85), mux4_2 (61)"
worst_pin_slew_ns: 0.828
num_antenna_cells: 0
detail_route.iter0.violations: 465
timing.setup.tns_ns: 0
maxSlewViolCount: 0
holdPathStages: 1
critPathKind: "input pin to flip-flop"
grt_pass1_wl_um: 51300
ys_seq_elements: 305
hold_path_class: "flip-flop to flip-flop"
outcome: "complete, no violations"
yosys_area_mm2: 0.0128
cp-startpoint: "hadr_i[2]"
drc_errors: 0
clock_sink_count: 305
max_freq_mhz: 304
gp_congestion: 0.827
viasPerCell: 5.42
min_from: "hack_o"
path_max_fanout: 47
cts_tree: "yes"
yosys_cells: 719
cts_setup_buffers: 0
grt_util_all_layers_pct: 17.0
relSlewSlack_pct: 44.7
grt_pass1_vias: 8294
ys_seq_share_pct: 67.7
max_cap_viol_count: 0
dr_total_vias: 7467
cp-end-kind: "flip-flop"
pre_cts_slack_ns: 2.19
syn-instance-count: 719
grt_max_degree: 48
p_leak_nw: 4.96
rows: 75
final_util_pct: 36.4
clk_path_buf_depth: 3
r2r-start: "cregs[3][0]"
setup_viol: 0
die_height_um: 209
finalCriticalPeriod_ns: 3.29
synth_area_mm2: 0.0128
layout-drive-gt1-share_pct: 23.5
cts_made_buffers: 31
clkLatencyLatePin_ns: 0.57
vdd_ir_drop_max_mv: 0.221
final_common_cell: "edfxtp_1"
core_area_mm2: 0.0420
syn_to_final_growth_pct: 19.4
finalHoldViolations: 0
[per-layer routing]
| layer | wire length, um | up-vias | track usage (%) |
|---|---|---|---|
| met1 | 12400 | 3704 | 20.6 |
| li1 | - | 3210 | - |
| met5 | 43 | - | 1.00 |
| met2 | 15900 | 489 | 25.1 |
| met3 | 5150 | 58 | 12.4 |
| met4 | 625 | 6 | 2.79 |
[registers in the layout, indices dropped and copies added (netlist names)]
| signal | count |
|---|---|
| cregs | 256 |
| hdat_o | 32 |
| cdat_o | 16 |
| hack_o | 1 |
[final cells by class]
| cell class | instances | area [um^2] |
|---|---|---|
| Fill cell | 3889 | 26700 |
| Sequential cell | 305 | 8670 |
| Multi-Input combinational cell | 355 | 3870 |
| Timing Repair Buffer | 118 | 1090 |
| Clock buffer | 48 | 880 |
| Tap cell | 539 | 674 |
| Clock inverter | 10 | 104 |
| Inverter | 3 | 11.3 |
[synthesized netlist by cell type]
| cell type | count |
|---|---|
| buf_6 | 4 |
| nand3_1 | 8 |
| nor3_1 | 2 |
| a22oi_1 | 57 |
| and3b_1 | 5 |
| a221oi_1 | 31 |
| mux4_2 | 61 |
| o22ai_1 | 7 |
| mux4_4 | 3 |
| dfxtp_1 | 49 |
| or3b_2 | 2 |
| o221ai_1 | 10 |
| o211ai_1 | 3 |
| buf_2 | 28 |
| mux2i_1 | 8 |
| mux2_2 | 47 |
| nor2_1 | 14 |
| buf_4 | 7 |
| a21oi_1 | 4 |
| a211o_1 | 3 |
| edfxtp_1 | 256 |
| or4_1 | 2 |
| nor2b_1 | 9 |
| a32oi_1 | 4 |
| a221o_1 | 2 |
| clkbuf_1 | 9 |
| nand3b_1 | 4 |
| and3_1 | 2 |
| clkbuf_2 | 1 |
| o2bb2ai_1 | 1 |
| clkbuf_8 | 1 |
| nand2_1 | 40 |
| buf_1 | 4 |
| a211oi_1 | 1 |
| o21ai_0 | 7 |
| nand2b_1 | 1 |
| mux4_1 | 10 |
| and2_1 | 3 |
| nor3b_1 | 1 |
| clkinv_1 | 2 |
| inv_1 | 1 |
| clkbuf_4 | 2 |
| a21boi_0 | 3 |
[critical path, cell delays in order]
cell      delay (ns)
buf_2           0.33
buf_4           0.36
buf_4           0.55
nor2b_1         0.53
buf_4           0.29
a22oi_1         0.11
o221ai_1        0.32
[worst paths after layout]
path | endpoint | slack (ns)
setup / recovery | hdat_o[22] | 2.71
hold / removal | hack_o | 0.42
setup reg to reg | cdat_o[0] | 4.41
hold reg to reg | hack_o | 0.42
[power by group]
group	switching (W)	internal (W)	total, W
logic	0.000199	0.000196	0.000395
registers	0.0000242	0.00237	0.00239
clock network	0.000778	0.00109	0.00187
[logic make-up after synthesis]
group           share of synthesized area [%]
flops                                    67.7
buf+inv                                  2.59
simple gates                             3.59
compound gates                           8.03
mux                                      18.1
[stage by stage]
stage / cells / power [W] / cell area [um^2] / hold WS, ns
after floorplan: 719 / 0.00263 / 12800 / 0.367
after global placement: 1320 / 0.00283 / 14300 / 0.408
after detailed placement: 1320 / 0.00283 / 14300 / 0.408
after CTS: 1378 / 0.00470 / 15300 / 0.425
after global routing: 1378 / 0.00483 / 15300 / 0.452
final: 1378 / 0.00465 / 15300 / 0.424
Power figures rest on the tool's default switching activity, not on a simulated workload.
